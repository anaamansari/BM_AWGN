### flow/design.v
`timescale 1ns / 1ps
module LZDeight(
    input [7:0] a,
    output reg [2:0] p,
    output reg v
    );
    wire [1:0] p2,p1;
    wire v2,v1;
    reg temp;
    LZDfour l2(
    .a(a[7:4]),
    .p(p2),
    .v(v2)
    );
    LZDfour l1(
      .a(a[3:0]),
      .p(p1),
      .v(v1)
    );
     always@(a,p1,v1,p2,v2) begin
              v= v1 | v2;
               if (v2==0)begin
                p= {{~v2}, {p1}};
                end
                else begin
               p= {{~v2}, {p2}};
                end
               end
endmodule
`timescale 1ns / 1ps
module LZDfour(
    input [3:0] a,
    output reg [1:0] p,
    output reg v
    );
   wire p2,p1,v2,v1;
 always@(a,p1,v1,p2,v2) begin
          v= v1 | v2;
           if (v2==0)begin
            p= {{~v2}, {p1}};
            end
            else begin
           p= {{~v2}, {p2}};
            end
           end
    LZDtwo l2(
    .a(a[3:2]),
    .p(p2),
    .v(v2));
    LZDtwo l1(
    .a(a[1:0]),
    .p(p1),
    .v(v1)
    );
endmodule
`timescale 1ns / 1ps
module LZDsixteen(
    input [15:0] a,
    output reg [3:0] p,
    output reg v
    );
        wire [2:0] p2,p1;
    wire v2,v1;
    reg temp;
    LZDeight l2(
    .a(a[15:8]),
    .p(p2),
    .v(v2)
    );
    LZDeight l1(
      .a(a[7:0]),
      .p(p1),
      .v(v1)
    );
        always@(a,p1,v1,p2,v2) begin
                 v= v1 | v2;
                  if (v2==0)begin
                   p= {{~v2}, {p1}};
                   end
                   else begin
                  p= {{~v2}, {p2}};
                   end
                  end
endmodule
`timescale 1ns / 1ps
module LZDsixtyfour(
    input [64:0] a,
    output reg [5:0] p,
    output reg v
    );
    wire [4:0] p2,p1;
            wire v2,v1;
            reg temp;
            LZDthtwo l2(
            .a(a[64:32]),
            .p(p2),
            .v(v2)
            );
            LZDthtwo l1(
              .a(a[15:0]),
              .p(p1),
              .v(v1)
            );
            always@(a)
                   begin
                   temp<=~v2;
                   if (v2==0)begin
                    p<= {{temp}, {p2}};
                    end
                    else begin
                   p<= {{temp}, {p1}};
                    end
                   v <= v1 | v2;
                   end
endmodule
`timescale 1ns / 1ps
module LZDthtwo(
    input [31:0] a,
    output reg [4:0] p,
    output reg v
    );
    wire [3:0] p2,p1;
        wire v2,v1;
        reg temp;
        LZDsixteen l2(
        .a(a[31:16]),
        .p(p2),
        .v(v2)
        );
        LZDsixteen l1(
          .a(a[15:0]),
          .p(p1),
          .v(v1)
        );
         always@(a,p1,v1,p2,v2) begin
                 v= v1 | v2;
                  if (v2==0)begin
                   p= {{~v2}, {p1}};
                   end
                   else begin
                  p= {{~v2}, {p2}};
                   end
                  end
endmodule
`timescale 1ns / 1ps
module LZDtwo(
    input [1:0] a,
    output reg p,
    output reg v
    );
   initial begin
   p=0;
   v=0;
   end
   always@(a)
   begin
   p <= a[0]& (~a[1]);
   v <= a[0]|a[1];
   end
endmodule
### flow/run.sh
#!/bin/bash
# OpenROAD 26Q1-2900-gdf79404cd8, Yosys 0.63+post, stock flow scripts
make -C /OpenROAD-flow-scripts/flow DESIGN_CONFIG=/design/flow/config.mk WORK_HOME=/design/flow/orfs finish
### flow/config.mk
export PLATFORM = sky130hd
export DESIGN_NAME = LZDsixtyfour
export DESIGN_NICKNAME = LZDsixtyfour
export VERILOG_FILES = /design/flow/design.v
export SDC_FILE = /design/flow/constraint.sdc
export NUM_CORES = 4
export LEC_CHECK = 1
export CORE_AREA = 10 10 70 70
export DIE_AREA = 0 0 80 80
### flow/constraint.sdc
current_design LZDsixtyfour

set clk_period 3.5
set clk_io_pct 0.2

create_clock -name clk0 -period $clk_period

set non_clock_inputs [all_inputs -no_clocks]
set_input_delay [expr $clk_period * $clk_io_pct] -clock clk0 $non_clock_inputs
set_output_delay [expr $clk_period * $clk_io_pct] -clock clk0 [all_outputs]
==> results.sh <==
# flow metrics
export IMPL_ctsHoldBuffers=0
export IMPL_final_layout_size_suffix_gt1_frac=0.0515
export IMPL_max_cap_viol_count=0
export IMPL_switching_share=0.256
export IMPL_p_sw_mw=0.0193
export IMPL_antenna_found_initial=0
export IMPL_clkbuf_count=0
export IMPL_ctsResizeCount=0
export IMPL_avgSynthCellArea_um2=6.40
export IMPL_end_kind="output pin"
export IMPL_finalCritPeriodShare=0.928
export IMPL_vias=520
export IMPL_warning_count=49
export IMPL_combinationalPowerShare=1.000
export IMPL_holdPathEnd="v"
export IMPL_fp_dieArea_um2=6400
export IMPL_hp_start="a[0]"
export IMPL_synth_cell_type_count=18
export IMPL_powerDensity_nw_per_um2=86.6
export IMPL_gp_congestion=0.831
export IMPL_clockPowerShare=0
export IMPL_drv_slew=0
export IMPL_nFillCells=377
export IMPL_vdd_drop_max_v=0.0000346
export IMPL_hold_ws_ns=2.48
export IMPL_yosys_warnings=8
export IMPL_grt_max_degree=5
export IMPL_p_int_mw=0.0561
export IMPL_totalWireLength_um=1780
export IMPL_top_layer="met3"
export IMPL_core_area_um2=3420
export IMPL_grt_usage=0.0483
export IMPL_drc=0
export IMPL_startpoint_type="primary input"
export IMPL_grt_pass1_wl_um=2510
export IMPL_totalPowerFinal_mw=0.0754
export IMPL_fp_util=0.0842
export IMPL_period_needed_ns=3.25
export IMPL_grt_pass1_vias=539
export IMPL_synth_area_um2=288
export IMPL_wl_met1_um=777
export IMPL_ant_nets=0
export IMPL_crit_fanout=4
export IMPL_pin_count=72
export IMPL_hold_class="in2out"
export IMPL_post_dp_hpwl_um=1690
export IMPL_cp_required_ns=2.80
export IMPL_hold_path_depth=4
export IMPL_fmaxAchievable_mhz=308
export IMPL_yosysCellCount=45
export IMPL_status="finished, final reports clean"
export IMPL_met3_wirelength_um=214
export IMPL_io_buffers=54
export IMPL_drt_iter0_markers=6
export IMPL_grt_overflow_total=0
export IMPL_leakage_nw=0.292
export IMPL_register_area_um2=0
export IMPL_hold_viol=0
export IMPL_arrival_ns=2.55
export IMPL_vias_per_cell=3.64
export IMPL_yosys_area_um2=288
export IMPL_wl_per_cell_um=12.4
export IMPL_rows=21
export IMPL_syn_to_final_growth_pct=203
export IMPL_die_x_um=80
export IMPL_antennaDiodeCount=0
export IMPL_firstDrtPassIters=2
export IMPL_ff_count=0
export IMPL_setup_viol=0
export IMPL_synth_seq_share=0
export IMPL_fp_dieH_um=80
export IMPL_pwr_share_seq=0
export IMPL_criticalPathCategory="in2out"
export IMPL_syn_inst=45
export IMPL_dr_wl_met2_um=786
export IMPL_tns_ns=0
export IMPL_post_cts_buffers=0
export IMPL_rsz0062_at_grt="no"
==> per-stage QoR <==
step	instances	instance area, um2	utilization	setup slack, ns
final	143	871	0.255	0.251
after global routing	143	871	0.255	0.0725
after CTS	143	871	0.255	0.226
after detailed placement	143	871	0.255	0.222
after global placement	143	871	0.255	0.253
after floorplan	45	288	-	1.33
==> cells in the mapped netlist <==
cell       n  area [um2]
nor4_1    10        62.6
nor2_1     7        26.3
o21ai_0    4        20.0
a21oi_1    3        15.0
inv_1      3        11.3
nand4_1    3        18.8
buf_4      2        15.0
nor2b_1    2        12.5
nor4_4     2        42.5
a211o_1    1        8.76
a21o_1     1        7.51
a21o_2     1        8.76
a21oi_2    1        8.76
conb_1     1        3.75
nand2_2    1        6.26
nand2b_1   1        6.26
o22ai_1    1        6.26
o31ai_1    1        7.51
==> cell type report <==
cell class / count / area, um2 / share of cell area
inverter: 3 / 11.3 / 0.0129
tap: 46 / 57.6 / 0.0661
timing repair buffer: 54 / 541 / 0.621
multi-input combinational: 40 / 262 / 0.300
==> metal layers <==
metal / global-route usage / vias up
li1: - / 280
met1: 0.0593 / 211
met2: 0.0811 / 29
met3: 0.0205 / 0
met4: 0 / 0
met5: 0 / -
==> placed cells by master (no fill, tap or decap) <==
| master | instances |
|---|---|
| inv_1 | 3 |
| a21o_2 | 1 |
| clkdlybuf4s50_1 | 54 |
| nand2_2 | 1 |
| a21o_1 | 1 |
| nor2b_1 | 2 |
| a211o_1 | 1 |
| nand2b_1 | 1 |
| o22ai_1 | 1 |
| a21oi_2 | 1 |
| a21oi_1 | 3 |
| nor4_1 | 10 |
| nand4_1 | 3 |
| o21ai_0 | 4 |
| nor4_4 | 2 |
| conb_1 | 1 |
| o31ai_1 | 1 |
| nor2_1 | 7 |
==> power by group through the flow <==
stage     logic [mW]  registers, mW  clock network, mW
4_1_cts       0.0763              0                  0
5_1_grt       0.0809              0                  0
6_report      0.0754              0                  0
==> worst max-delay path, cell delays in order <==
cell	delay, ns
clkdlybuf4s50_1	0.39
nor4_1	0.33
nand4_1	0.20
nor2_1	0.31
a21o_2	0.14
clkdlybuf4s50_1	0.48
==> cells by family after synthesis <==
| group | count (synthesis) | synth area share |
|---|---|---|
| compound gates | 13 | 0.287 |
| buf+inv | 5 | 0.0913 |
| other cells | 1 | 0.0130 |
| simple gates | 26 | 0.609 |
==> worst max-delay path by stage <==
stage         startpoint    to  slack, ns  cells after the start
CTS                a[56]  p[2]       0.23                      6
global route       a[56]  p[2]       0.07                      6
finish             a[56]  p[2]       0.25                      6
Power is estimated from default activity; no workload was simulated.
