## design.v

```verilog
`timescale 1ns / 1ps
module LZDeight(
    input [7:0] a,
    output reg [2:0] p,
    output reg v
    );
    wire [1:0] p2,p1;
    wire v2,v1;
    reg temp;
    LZDfour l2(
    .a(a[7:4]),
    .p(p2),
    .v(v2)
    );
    LZDfour l1(
      .a(a[3:0]),
      .p(p1),
      .v(v1)
    );
     always@(a,p1,v1,p2,v2) begin
              v= v1 | v2;
               if (v2==0)begin
                p= {{~v2}, {p1}};
                end
                else begin
               p= {{~v2}, {p2}};
                end
               end
endmodule
`timescale 1ns / 1ps
module LZDfortyeight(
    input [47:0] a,
    output reg [5:0] p,
    output reg v
    );
    wire [4:0] p2;
    wire [3:0] p1;
   wire v2,v1;
            LZDthtwo l2(
            .a(a[47:16]),
            .p(p2),
            .v(v2)
            );
            LZDsixteen l1(
              .a(a[15:0]),
              .p(p1),
              .v(v1)
            );
             always@(a,p1,v1,p2,v2) begin
                            v= v1 | v2;
                             if (v2==0)begin
                              p= {{~v2}, {1'b0,{p1}}};
                              end
                              else begin
                             p= {{~v2}, {p2}};
                              end
                   v <= v1 | v2;
                   end
endmodule
`timescale 1ns / 1ps
module LZDfour(
    input [3:0] a,
    output reg [1:0] p,
    output reg v
    );
   wire p2,p1,v2,v1;
 always@(a,p1,v1,p2,v2) begin
          v= v1 | v2;
           if (v2==0)begin
            p= {{~v2}, {p1}};
            end
            else begin
           p= {{~v2}, {p2}};
            end
           end
    LZDtwo l2(
    .a(a[3:2]),
    .p(p2),
    .v(v2));
    LZDtwo l1(
    .a(a[1:0]),
    .p(p1),
    .v(v1)
    );
endmodule
`timescale 1ns / 1ps
module LZDsixteen(
    input [15:0] a,
    output reg [3:0] p,
    output reg v
    );
        wire [2:0] p2,p1;
    wire v2,v1;
    reg temp;
    LZDeight l2(
    .a(a[15:8]),
    .p(p2),
    .v(v2)
    );
    LZDeight l1(
      .a(a[7:0]),
      .p(p1),
      .v(v1)
    );
        always@(a,p1,v1,p2,v2) begin
                 v= v1 | v2;
                  if (v2==0)begin
                   p= {{~v2}, {p1}};
                   end
                   else begin
                  p= {{~v2}, {p2}};
                   end
                  end
endmodule
`timescale 1ns / 1ps
module LZDthtwo(
    input [31:0] a,
    output reg [4:0] p,
    output reg v
    );
    wire [3:0] p2,p1;
        wire v2,v1;
        reg temp;
        LZDsixteen l2(
        .a(a[31:16]),
        .p(p2),
        .v(v2)
        );
        LZDsixteen l1(
          .a(a[15:0]),
          .p(p1),
          .v(v1)
        );
         always@(a,p1,v1,p2,v2) begin
                 v= v1 | v2;
                  if (v2==0)begin
                   p= {{~v2}, {p1}};
                   end
                   else begin
                  p= {{~v2}, {p2}};
                   end
                  end
endmodule
`timescale 1ns / 1ps
module LZDtwo(
    input [1:0] a,
    output reg p,
    output reg v
    );
   initial begin
   p=0;
   v=0;
   end
   always@(a)
   begin
   p <= a[0]& (~a[1]);
   v <= a[0]|a[1];
   end
endmodule
```

## run.sh

```bash
#!/bin/bash
# OpenROAD 26Q1-2900-gdf79404cd8, Yosys 0.63+post, stock flow scripts
make -C /OpenROAD-flow-scripts/flow DESIGN_CONFIG=/design/flow/config.mk WORK_HOME=/design/flow/orfs finish
```

## constraint.sdc

```tcl
current_design LZDfortyeight

set clk_period 6.2
set clk_io_pct 0.2

create_clock -name clk0 -period $clk_period

set non_clock_inputs [all_inputs -no_clocks]
set_input_delay [expr $clk_period * $clk_io_pct] -clock clk0 $non_clock_inputs
set_output_delay [expr $clk_period * $clk_io_pct] -clock clk0 [all_outputs]
```

## config.mk

```make
export PLATFORM = sky130hd
export DESIGN_NAME = LZDfortyeight
export DESIGN_NICKNAME = LZDfortyeight
export VERILOG_FILES = /design/flow/design.v
export SDC_FILE = /design/flow/constraint.sdc
export NUM_CORES = 4
export LEC_CHECK = 1
export CORE_AREA = 10 10 70 70
export DIE_AREA = 0 0 80 80
```

==> ci_impl_report.md <==
## Implementation flow summary

| Metric | Value |
|---|---|
| Outcome | finished, final reports clean |
| PwrDens | 47.7 nW/µm² |
| CP arrival | 3.59 ns |
| Worst Path Required | 4.96 ns |
| Area of the mapped netlist | 522 µm² |
| Post-detail-place hpwl | 2.29 mm |
| Grt total ovfl | 0 |
| Setup Viol. Count Final | 0 |
| Post-route setup TNS | 0 ns |
| Post-synth seq share | 0% |
| OpenROAD warning count | 32 |
| XORs/XNORs by Area | 0% |
| Top-area cell share | 12.2% |
| FA/HA/MAJ Cells, Area Fraction | 0% |
| AO/OA Area Share | 40.0% |
| Simple-Gate Area Share | 50.8% |
| Final hold violations | 0 |
| Layout clock buffers | 0 |
| Storage cell area | 0 µm² |
| DRT Pass-1 Iters | 6 |
| Most frequent logic cell in the layout | clkdlybuf4s50_1 |
| Core Util at FP | 15.3% |
| First-pass GRT wire length | 3.86 mm |
| Total GRT Usage | 7.30% |
| Resized Gates After CTS | 0 |
| Die area | 6400 µm² |
| Core ar. | 3420 µm² |
| Worst Tran Pin Value | 0.607 ns |
| Synth unique cells | 28 |
| Main area contributors after synthesis | nor2_1 12%, nor4_1 9.6%, a21oi_1 7.7%, inv_1 7.2%, o21ai_0 5.8% |
| DR vias/cell | 4.64 |
| Placed cells | 191 |
| Drc violations | 0 |
| Dominant combinational family | simple AND/OR/NAND/NOR gates |
| Die width | 80 µm |
| CTS Hold Bufs | 0 |
| N_diodes | 0 |
| Period Utilization, post-route | 77.9% |
| I/O pins | 55 |
| WS Path Type | in2out |
| Synth warnings | 6 |
| Cells after Synth | 90 |
| Share of layout cells above drive strength 1 | 3.45% |
| Vias post-DR | 887 |
| Routability-driven placement congestion ratio | 0.807 |
| Synthesis-to-layout area growth | 117% |
| Most common logic cells in the final layout | 55 x clkdlybuf4s50_1, 17 x nor2_1, 10 x inv_1 |
| Worst Setup SP | a[41] |
| Antenna violations before repair | 0 |
| Setup bufs post-CTS | 0 |
| Static Leak | 0.000382 µW |
| Area leader, netlist | nor2_1 |
| WL per Instance | 13.1 µm |
| Achievable frequency | 0.207 GHz |
| I/O Buffers | 55 |
| Flops | 0 |
| Final std cells w/o fill | 191 |
| Hold Crit Class | in2out |
| Largest net degree at the start of global routing | 6 |
| Rows | 21 |
| Fin Hold WS | 3.52 ns |
| Mux frac, synth | 1.92% |
| CP endpoint kind | output pin |
| Worst VDD drop | 16.7 µV |
| Worst-path maximum fanout | 5 |
| Detailed Route Iter0 Violations | 28 |
| RSZ-0062 raised after global routing | no |
| Post-route ant nets | 0 |
| Die height | 80 µm |
| Hold_sp | a[31] |
| Slew headroom | 58.5% |
| Syn Area/Cell | 5.80 µm² |
| Final Max Slew Viols | 0 |
| Startpoint types | primary input |
| Max Cap Viol | 0 |
| Chip Area, Yosys | 522 µm² |
| # Cells Yosys | 90 |
| Critical path destination | p[0] |
| Total wire length | 2.51 mm |
| Fin crit period | 4.83 ns |
| Vias in the first global route | 841 |
==> cell type report <==
class / instances / area (µm²)
inverters: 10 / 37.5
repair buffers: 55 / 551
fillers: 380 / 2290
well taps: 46 / 57.6
multi-input cells: 80 / 484
==> power by group <==
| group | internal (µW) | leakage (µW) | switching, µW |
|---|---|---|---|
| Sequential | 0 | 0 | 0 |
| Combinational | 35.4 | 0.000382 | 18.5 |
| Clock | 0 | 0 | 0 |
| Total | 35.4 | 0.000382 | 18.5 |
==> stage by stage <==
| step | area [µm²] | setup WS, ns | power, µW | util, % |
|---|---|---|---|---|
| finish | 1130 | 1.37 | 53.9 | 33.1 |
| CTS | 1130 | 1.35 | 54.3 | 33.1 |
| global route | 1130 | 1.15 | 59.3 | 33.1 |
| floorplan | 522 | 2.56 | 12.2 | - |
| detailed placement | 1130 | 1.35 | 53.9 | 33.1 |
| global placement | 1130 | 1.34 | 53.5 | 33.1 |
==> cells in the mapped netlist (all sizes together), types with 2 or more instances <==
cell type / count
nor2: 17
inv: 10
nor4: 9
a21oi: 8
o21ai: 8
nor3: 5
o311ai: 4
nand2b: 3
nor2b: 3
or4: 3
a2111oi: 2
a31oi: 2
nand2: 2
nand3: 2
nand4: 2
o21bai: 2
o31ai: 2
==> cell families after synthesis <==
logic type | after synthesis
AOI/OAI and AO/OA | 31
buffers and inverters | 10
muxes | 1
and+or+nand+nor | 48
==> worst min-delay path by stage <==
stage,endpoint,slack (ns),cells past startpoint
finish,p[0],3.52,3
global route,p[0],3.57,3
CTS,p[0],3.54,3
==> per-layer routing <==
layer / global-route usage, % / vias to the layer above / part of all wire (%)
met5: 0 / - / 0
met2: 11.4 / 42 / 44
met4: 0 / 0 / 0
met3: 1.36 / 0 / 12
met1: 10.7 / 376 / 44
li1: - / 469 / -
==> critical path: stages <==
cell,delay (ns)
clkdlybuf4s50_1,0.45
nor4_1,0.48
nand4_1,0.33
nor3_2,0.34
o21ai_1,0.14
o311ai_2,0.10
clkdlybuf4s50_1,0.51
Power and IR drop assume default switching activity.
